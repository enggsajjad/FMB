`design.v`:
```
module UA_Receiver(  
        clk,
        rst,
	   enable,
        ser_in,
        dout_byte, 
	   dout_byte_rdy
	   );
input clk;
input rst;
input enable;
input ser_in;
output [7:0] dout_byte;
output dout_byte_rdy;
reg [2:0] ser_in_reg;
reg [3:0] bit_count;
reg [3:0] count_sample;
reg [3:0] shift_count;
reg [9:0] dout_byte_temp;
reg [7:0] dout_byte;
wire startbitsync;
reg dout_byte_rdy_r;
wire rst_n;
assign rst_n = rst;
always @(posedge clk or posedge rst_n)
begin
    if (rst_n)
       ser_in_reg <= 0;
    else if (enable)
         ser_in_reg <= {ser_in_reg[1:0],ser_in};
end
assign startbitsync = (ser_in_reg[2]&(~ser_in_reg[1]) ) ? 1'b1 : 1'b0;
always @(posedge clk or posedge rst_n)
begin
	if(rst_n)
     	count_sample <= 4'd0; 
    	else if (enable)
    		begin
    			if(startbitsync)
        			count_sample <= 4'd0;
			else if(bit_count == 4'd10)
				count_sample <= count_sample;
    			else 
				count_sample <= count_sample+1;
         	end
end
always @(posedge clk or posedge rst_n)
begin
	if(rst_n)
     	bit_count <=4'd0; 
    	else if(enable)
		begin
			if(startbitsync && (bit_count == 4'd10))
				bit_count <=4'd0;
			 else if(bit_count == 4'd10)
						bit_count <= bit_count;				
			 else if(count_sample == 4'd12)
              				bit_count <= bit_count+1;
		 end
end
always @(posedge clk or posedge rst_n)
begin
    if (rst_n)
    begin
        dout_byte_temp <= 0;
      end
    else if (enable)
    begin
       if(count_sample == 4'd5)
         dout_byte_temp <= {ser_in_reg[2],dout_byte_temp[9:1]}; 
	  else
	    dout_byte_temp <= dout_byte_temp; 
    end
end
always @(posedge clk or posedge rst_n)
begin
    	if (rst_n)
        	dout_byte <= 0;
	else	if((bit_count == 4'd10)&&(dout_byte_temp[9]==1)&&(dout_byte_temp[0]==0))
		dout_byte<=dout_byte_temp[8:1];
	else
	     dout_byte<=dout_byte;
end
assign dout_byte_rdy= (bit_count == 4'd9)?0:1 ;
endmodule
```
`run.sh`:
```
#!/bin/bash
# OpenROAD 26Q1-2900-gdf79404cd8, Yosys 0.63+post, stock flow scripts
make -C /OpenROAD-flow-scripts/flow DESIGN_CONFIG=/design/flow/config.mk WORK_HOME=/design/flow/orfs finish
```
`config.mk`:
```
export PLATFORM = sky130hd
export DESIGN_NAME = UA_Receiver
export DESIGN_NICKNAME = UA_Receiver
export VERILOG_FILES = /design/flow/design.v
export SDC_FILE = /design/flow/constraint.sdc
export NUM_CORES = 4
export LEC_CHECK = 1
export CORE_UTILIZATION = 30
```
`constraint.sdc`:
```
current_design UA_Receiver

set clk_period 2.1
set clk_io_pct 0.2

create_clock -name clk0 -period $clk_period [get_ports {clk}]

set non_clock_inputs [all_inputs -no_clocks]
set_input_delay [expr $clk_period * $clk_io_pct] -clock clk0 $non_clock_inputs
set_output_delay [expr $clk_period * $clk_io_pct] -clock clk0 [all_outputs]
```
==> run summary <==
The flow run is done. Vias per cell landed at 4.99. After detailed routing, the number of remaining DRC violations is 0. Required arrival time at the worst endpoint landed at 1.68 ns.

Minimum setup slack in the final design landed at about 0.23 ns. The share of total power dissipated in the clock network is 0.345. The most used flip-flop cell after synthesis is sky130_fd_sc_hd__dfrtp_1. The tree is rooted in a sky130_fd_sc_hd__clkbuf_8. Post-synthesis cell count from yosys landed at 100. The run finished with clean final reports. Tally of nets with antenna violations remaining after routing landed at 0. The register with the most flip-flops in the layout has 10 of them. Setup slack on the worst path after placement came out at 0.258 ns. Count of buffers added by post-CTS timing repair for setup landed at 0.

The internal power of the cells totals 0.00143 W. Highest attainable clock frequency landed at roughly 530 MHz. Initial antenna violation count landed at 0.

Met3 track demand over resource in global routing landed at 0.0304. For met2 alone, demand over resource in global routing was 0.170. Transition time at the pin with the least slew margin landed at 0.450 ns.

Met1 demand-to-capacity share in global routing landed at 0.146. The synthesized netlist contains 24 unique library cells. Switching power total landed at 0.000541 W.

Data arrives at the worst endpoint at 1.45 ns. Area overhead of the layout relative to synthesis landed at 25.0%. Ranked by total cell area, the synthesized netlist is headed by sky130_fd_sc_hd__dfrtp_1 55%, sky130_fd_sc_hd__mux2_2 19%, sky130_fd_sc_hd__ha_1 5.7%. The slew check shows that the tightest pin keeps a relative margin of 0.700. Number of buffers added by the clock tree synthesis step landed at 5. Instance tally after logic synthesis landed at 100.

Mean cell area of the mapped netlist landed at 13.2 um^2. Dividing the detail-routed wire length by the instance count gives 12.4 um. The power report attributes to the combinational group a share of 0.227. Final global-route overflow total landed at 0. Overall chip area landed at 4660 um^2. TritonCTS built the clock tree. Area of the mapped netlist landed at between 1000 and 1500 um^2. The final layout contains routed wiring with a total length of 2110 um. The via count of the first global-routing pass came to 821. Final critical-path share of the clock period landed at 0.891. The register with the most flip-flops in the final layout is dout_byte_temp. The H-tree generated during clock tree synthesis spans 2 levels. Floorplan core density landed at 0.320. Top cell type's share of synthesized area landed at 0.551. The worst setup path is captured at an output port.

According to the I/O placement log, the pin count is 13. Entering global routing, the biggest net connects 30 pins. Critical-path maximum fanout landed at 4.

Number of buffers between clock root and the deepest sink landed at 2. On the final layout, the worst clock skew is 0.00959 ns. Maximum ir drop on the vdd rail landed at 0.513 mV. The count of buffers added on input and output ports is 12. Number of core rows landed at 23. Setup repair after global routing left no endpoint under its margin. Counting flops with a built-in enable in the synthesized netlist gives 0. The tightest min-delay check is of the primary input to asynchronous set/reset pin type.

The number of gates resized after CTS was 0. Number of antenna diodes landed at 0. Fraction of registers with async set/reset landed at 1.00. The core region is 4120 um^2.

Horizontal die dimension landed at 68.2 um. Max-cap check violation count landed at 0. TritonCTS reports the number of clock sinks as 29. In the post-synthesis netlist, the cell with the most instances is sky130_fd_sc_hd__dfrtp_1.

The number of hold buffers added after CTS was 0. For this design the static power due to leakage is 0.773 nW. Looking at area per cell type in the netlist, the leader is sky130_fd_sc_hd__dfrtp_1. Chip area in the Yosys report landed at 1320 um^2.

Per the summary, power density relative to cell area is 1200 nW/um^2. Weighted congestion reported at the end of routability-driven placement landed at 0.800. By count the netlist is led by 29 x sky130_fd_sc_hd__dfrtp_1, 22 x sky130_fd_sc_hd__mux2_2, 7 x sky130_fd_sc_hd__inv_1, 6 x sky130_fd_sc_hd__ha_1, 5 x sky130_fd_sc_hd__nand2_1. Register bit total from synthesis landed at 29.

Proportion of synthesized chip area in sequential cells landed at 0.551. The worst setup path is launched from a flop. Summing over every cut layer, the via total after detailed routing is approximately 850. The critical path is of the flop to output port type. The largest registers in the layout are dout_byte_temp (10), dout_byte (8). The HPWL after detailed placement is 1390 um. After clock tree synthesis, the clock-pin slew on the worst setup and hold paths is around 0.070 ns. Of the total power, the share spent switching nets is 0.274.

Relative contribution of sequential cells to total power landed at 0.428. The first global-routing pass estimated 3650 um of wire. Total count of max-transition violations in the final report landed at 0.

The worst path in the final design needs a cycle of roughly 1.9 ns, including I/O delays and setup. Detailed-router iteration count before antenna repair landed at 4. Once layout is complete, the utilization of the core stands at 0.400. Final total negative setup slack landed at 0 ns.

The vertical die dimension reported for this design is 68.2 um. Number of endpoints with negative hold slack in the final report landed at 0. Across every metal layer, demand over resource in global routing totals 0.105. Yosys warning count landed at 1.

Latest clock arrival within the worst-skew pair landed at 0.28 ns. Fraction of final layout cells sized beyond drive strength 1 landed at 0.298. Number of DRC markers after the initial detailed-route iteration landed at 36. Number of setup violations in the final report landed at 0. Per the GRT log, the top usage layer is met2. The filler cells instantiated in the layout total 361. In this run the tools logged warnings totalling 29.
## logic make-up (layout without fill, tap and decap cells)
| family | after synthesis | in the layout | share of synthesized area |
|---|---|---|---|
| AOI/OAI and AO/OA | 13 | 13 | 0.0675 |
| adders and majority gates | 6 | 6 | 0.0570 |
| buffers and inverters | 9 | 30 | 0.0276 |
| DFF | 29 | 29 | 0.551 |
| muxes | 22 | 22 | 0.188 |
| and+or+nand+nor | 21 | 21 | 0.108 |
## metal layers
layer  up-vias  wire length, um  part of all wire
met5         -                0                 0
met4         0               10            0.0047
met3         2               97             0.046
met2        23              988              0.47
met1       431             1020              0.48
li1        397                -                 -
## worst paths after layout
kind,from,slack [ns],depth (start not counted),endpoint
setup / recovery,bit_count[1]$_DFFE_PP0P_,0.23,4,dout_byte_rdy
hold / removal,rst,0.51,3,dout_byte[6]$_DFFE_PP0P_
setup reg to reg,bit_count[0]$_DFFE_PP0P_,0.23,5,dout_byte[3]$_DFFE_PP0P_
hold reg to reg,dout_byte[3]$_DFFE_PP0P_,0.51,1,dout_byte[3]$_DFFE_PP0P_
max in group asynchronous,rst,1.31,3,dout_byte[3]$_DFFE_PP0P_
min in group clk0,dout_byte[3]$_DFFE_PP0P_,0.51,1,dout_byte[3]$_DFFE_PP0P_
## cells in the final DEF, fill, tap and decap left out
cell type,Yosys,layout
sky130_fd_sc_hd__or2b_1,1,1
sky130_fd_sc_hd__o311ai_0,2,2
sky130_fd_sc_hd__mux2_2,22,22
sky130_fd_sc_hd__ha_1,6,6
sky130_fd_sc_hd__inv_1,7,7
sky130_fd_sc_hd__a21oi_1,3,3
sky130_fd_sc_hd__nor3b_4,1,1
sky130_fd_sc_hd__nor2b_1,2,2
sky130_fd_sc_hd__o21bai_1,2,2
sky130_fd_sc_hd__nand4_1,2,2
sky130_fd_sc_hd__clkdlybuf4s50_1,0,12
sky130_fd_sc_hd__bufinv_16,0,2
sky130_fd_sc_hd__clkbuf_8,0,5
sky130_fd_sc_hd__dfrtp_1,29,29
sky130_fd_sc_hd__nand4b_1,1,1
sky130_fd_sc_hd__o21ai_0,3,3
sky130_fd_sc_hd__nor3_1,1,1
sky130_fd_sc_hd__o211ai_1,1,1
sky130_fd_sc_hd__nand3b_1,1,1
sky130_fd_sc_hd__a21o_2,1,1
sky130_fd_sc_hd__nand3_1,3,3
sky130_fd_sc_hd__nor2_1,1,1
sky130_fd_sc_hd__buf_4,0,3
sky130_fd_sc_hd__a311o_1,1,1
sky130_fd_sc_hd__nand2_1,5,5
sky130_fd_sc_hd__clkinv_2,0,1
sky130_fd_sc_hd__nand2b_1,2,2
sky130_fd_sc_hd__nand3b_4,1,1
## through the flow
| stage | cells | total power (W) | hold WS (ns) | instance area (um^2) |
|---|---|---|---|---|
| 2_1_floorplan | 100 | 0.00115 | 0.456 | 1320 |
| 3_5_place_dp | 163 | 0.00130 | 0.495 | 1510 |
| 4_1_cts | 171 | 0.00199 | 0.509 | 1650 |
| 6_report | 171 | 0.00197 | 0.505 | 1650 |
| 3_3_place_gp | 163 | 0.00128 | 0.485 | 1510 |
| 5_1_grt | 171 | 0.00209 | 0.525 | 1650 |
## critical path, cell delays in order, from the launching register on
cell                              delay, ns
sky130_fd_sc_hd__dfrtp_1               0.39
sky130_fd_sc_hd__inv_1                 0.08
sky130_fd_sc_hd__ha_1                  0.18
sky130_fd_sc_hd__nand3b_1              0.08
sky130_fd_sc_hd__clkdlybuf4s50_1       0.46
## power by group through the flow
stage	clock network [W]	logic [W]	registers, W
6_report	0.000681	0.000448	0.000844
5_1_grt	0.000712	0.000510	0.000870
4_1_cts	0.000691	0.000455	0.000843
## area by class of cell
class / count / area [um^2] / area share
Clock buffer: 5 / 68.8 / 0.0418
Inverter: 7 / 26.3 / 0.0160
Clock inverter: 3 / 65.1 / 0.0395
Multi-Input combinational cell: 62 / 554 / 0.337
Sequential cell: 29 / 726 / 0.441
Tap cell: 50 / 62.6 / 0.0380
Timing Repair Buffer: 15 / 143 / 0.0867
No activity file was given, so power comes from the tool's default toggle rates.
