**flow/design.v**
```verilog
module UA_Transmitter( 
		  	 				clk,				 
		   				rst,
		   				enable,			 
		   				din_rdy,			 
		   				din_byte,		 
		   				ser_out,			 
		   				uart_ready	
		 					);
input clk;
input rst;
input enable;
input din_rdy;
input [7:0] din_byte;
output ser_out;
output uart_ready;
wire ser_out;
reg [8:0] data_buf;
reg [3:0] shift_count;
wire rst_ff1;
reg ff1_out, ff2_out;
initial
ff1_out=0;
always@(posedge din_rdy or posedge rst_ff1)	
	if(rst_ff1)
		ff1_out <= 0;
	else 
		ff1_out <= 1;
always@(posedge clk or posedge rst)
	if(rst)
		ff2_out <= 0;
	else if(enable) 
		ff2_out <= ff1_out;
	else 
		ff2_out <= ff2_out;
assign rst_ff1 = ff2_out;
assign ser_out = data_buf[0];
always @(posedge clk or posedge rst)
begin
	if(rst)
		data_buf <= 9'h1ff;
	else if (enable)
	     begin
	       if(ff2_out)  
		  	data_buf <= {din_byte,1'b0};	 
		  else
		     data_buf <= {1'b1,data_buf[8:1]};
		end
end
always @(posedge clk or posedge rst)
begin
	if(rst)
		shift_count <= 4'h0;
	else if (enable)
		begin
		if(ff2_out)	  
			shift_count <= 0;
		else if (shift_count==4'ha)
			shift_count <= shift_count;
		else
		     shift_count<=shift_count+1;
		end
end
assign uart_ready = (shift_count==10)?1:0;
endmodule
module clk_gen(clk, rst, en_rx, en_tx);
input clk;
input rst;
output en_rx;
output en_tx;
reg [7:0] cnt3;
reg [3:0] cnt1;
reg [3:0] cnt2;
always  @(posedge clk or posedge rst)
if(rst)
cnt1<=0;
else if (cnt1==8)
cnt1<=0;
else
cnt1<=cnt1+1;
assign en_rx = (cnt1==8)?1:0; 
always  @(posedge clk or posedge rst)
if(rst)
cnt3<=0;
else if (cnt3==143)
cnt3<=0;
else
cnt3<=cnt3+1;
assign en_tx  = (cnt3==143)?1:0; 
endmodule
module top_tx( clk,
					rst, 
    				ser_out, 
    				uart_ready
				);
input clk;
input rst;
output ser_out;
output uart_ready;
wire en_tx;
reg [7:0] din_byte;
reg din_rdy;
reg [3:0] count3;
always @(posedge clk or posedge rst)
if(rst)
count3<=0;
else if (en_tx) 
begin
if(count3==9)
count3<=0;
else
count3<=count3+1;
end
always @(posedge clk or posedge rst)
if(rst)
din_byte<=0;
else if (en_tx)
begin
if (count3==7)
din_byte<=din_byte+1;
else 
din_byte<=din_byte;
end
always @(posedge clk or posedge rst)
if(rst)
din_rdy<=0;
else if (en_tx)
begin
if (count3==9)
din_rdy<=1;
else 
din_rdy<=0;
end
clk_gen u1 (
    .clk(clk), 
    .rst(rst), 
    .en_tx(en_tx), 
    .en_rx()
    );
UA_Transmitter u2 (
    .clk(clk), 
    .rst(rst), 
    .enable(en_tx), 
    .din_rdy(din_rdy), 
    .din_byte(din_byte), 
    .ser_out(ser_out), 
    .uart_ready(uart_ready)
    );
endmodule
```
**flow/run.sh**
```bash
#!/bin/bash
# OpenROAD 26Q1-2900-gdf79404cd8, Yosys 0.63+post, stock flow scripts
make -C /OpenROAD-flow-scripts/flow DESIGN_CONFIG=/design/flow/config.mk WORK_HOME=/design/flow/orfs finish
```
**flow/constraint.sdc**
```tcl
current_design top_tx

set clk_period 4.0
set clk_io_pct 0.2

create_clock -name clk0 -period $clk_period [get_ports {clk}]

set non_clock_inputs [all_inputs -no_clocks]
set_input_delay [expr $clk_period * $clk_io_pct] -clock clk0 $non_clock_inputs
set_output_delay [expr $clk_period * $clk_io_pct] -clock clk0 [all_outputs]
```
**flow/config.mk**
```make
export PLATFORM = sky130hd
export DESIGN_NAME = top_tx
export DESIGN_NICKNAME = top_tx
export VERILOG_FILES = /design/flow/design.v
export SDC_FILE = /design/flow/constraint.sdc
export NUM_CORES = 4
export LEC_CHECK = 1
export CORE_UTILIZATION = 40
```
==> flow_metrics.py <==
# Physical implementation metrics
metrics = {
    "route": {
        "n_antenna_cell": 0,
        "drc": 0,
        "drt-vias-per-instance": 5.04,
        "first_iter_violations": 55,
        "final_antenna_net_count": 0,
        "detailedRoute.firstPassIterationCount": 4,
        "postRouteWirelength_um": 2540,
        "wire_per_inst_um": 12.1,
        "detailroute.via_count": 1058,
    },
    "final_timing": {
        "relSlewSlack_pct": 57.1,
        "rsz0062_at_grt": "no",
        "unclocked_regs": 1,
        "slew_violations": 0,
        "timing_worst_slew_pin_value_ns": 0.641,
        "finalCriticalPeriod_ns": 2.42,
        "finalSetupViolCount": 0,
        "tns_ns": 0,
        "fin_crit_sh_pct": 60.5,
        "achievable-frequency_ghz": 0.413,
        "fin_worst_skew_ns": 0.00326,
        "number_of_endpoints_with_negative_hold_slack_in_the_final_report": 0,
    },
    "critical_path": {
        "startpoint_type": "flop",
        "worst-endpoint-arrival_ns": 1.62,
        "worstReg2RegEnd": "count3[1]$_DFFE_PP0N_",
        "critical-path-top-delay-family": "buffers and inverters",
        "critPathKind": "flop to output pin",
        "crit_required_ns": 3.20,
        "crit_end": "uart_ready",
        "worstPathCellList": "inv_1, ha_1, nand3b_1, inv_1, clkdlybuf4s50_1",
        "timing.critical_path.slowest_stage_cell": "sky130_fd_sc_hd__clkdlybuf4s50_1",
        "regToRegSetupSlack_ns": 1.97,
        "crit_path_frequent_cell": "sky130_fd_sc_hd__inv_1",
        "timing.rr.start": "u1.cnt3[5]$_DFF_PP0_",
        "crit_path_max_fanout": 4,
        "crit_cells": 5,
        "worst-r2r-cell-count": 4,
        "endpoint_kind": "output pin",
        "critical-path-max-stage-delay_ns": 0.45,
        "cp-startpoint": "u2.shift_count[0]$_DFFE_PP0P_",
        "critical_path.n_buffers_inverters": 3,
    },
    "power_and_ir_drop": {
        "ir_drop_mv": 0.136,
        "total_leakage_power_uw": 0.000809,
        "power_density_nw_per_um2": 344,
    },
    "run": {
        "drv.max_cap_violation_count": 0,
        "stage_log_warnings": 26,
    },
    "floorplanning": {
        "fp-row-count": 23,
        "chipHeight_um": 66.6,
        "core_region_area_um2": 4000,
        "design.die.area_um2": 4430,
        "ioPinCount": 4,
        "die_w_um": 66.6,
        "floorplanUtilization_pct": 41.7,
    },
    "clock_network": {
        "clock.latency.late_pin_ns": 0.28,
        "cts.repair.resized": 0,
        "max-clock-path-buffers": 2,
        "postCtsSetupRepairBufs": 0,
        "cts.hold.buffers_added": 0,
        "clk_root_buffer_cell": "sky130_fd_sc_hd__clkbuf_8",
        "tritoncts_clock_tree": "yes",
        "tritoncts.num_buffers": 5,
        "clkTransAtPathRegs_ns": 0.07,
        "clock_tree.htree_level_count": 2,
    },
    "layout": {
        "layout-drive-gt1-share_pct": 13.8,
        "layout.area.comb_um2": 713,
        "final-seq-area_um2": 912,
        "syn_to_layout_area_delta_pct": 10.7,
        "filler_cell_count": 361,
        "final_core_utilization_pct": 46.1,
    },
    "global_routing": {
        "grt_antenna_before_repair": 0,
        "grt_pass1_vias": 954,
        "globalRouteTotalUtil_pct": 13.9,
        "overflow": 0,
        "global_route_wire_length_before_repair_um": 4580,
        "grt_start_max_net_pins": 36,
    },
    "synth": {
        "netlist-cell-type-count": 32,
        "postSynthRegisterBits": 36,
        "ys_chip_area_um2": 1670,
        "synth-cells-yosys": 153,
        "synth_warnings": 3,
        "postSynth.asyncResetShare_pct": 100,
        "synth-edff-count": 0,
        "synth_seq_share_pct": 54.7,
        "post_syn_instances": 153,
        "synthesized_area_um2": 1670,
        "syn-mean-instance-area_um2": 10.9,
        "ys_dominant_reg_cell": "sky130_fd_sc_hd__dfrtp_1",
    },
    "placement": {
        "dp.final_hpwl_um": 1720,
        "globalplace.congestion": 0.792,
        "port-buffer-count": 3,
    },
    "hold_path": {
        "min-delay-path-class": "flop to flop",
    },
    "status": {
        "outcome": "finished clean",
    },
}
==> placed cells by master, fill, tap and decap left out <==
cell and n:
sky130_fd_sc_hd__and3_1 4, sky130_fd_sc_hd__clkdlybuf4s50_1 3, sky130_fd_sc_hd__a31oi_1 1, sky130_fd_sc_hd__nor2_2 1, sky130_fd_sc_hd__nand2b_1 1, sky130_fd_sc_hd__conb_1 1, sky130_fd_sc_hd__nor4_1 1, sky130_fd_sc_hd__nand4b_1 2
sky130_fd_sc_hd__or4b_4 1, sky130_fd_sc_hd__inv_1 5, sky130_fd_sc_hd__nand3_1 10, sky130_fd_sc_hd__a31o_2 1, sky130_fd_sc_hd__xnor2_1 10, sky130_fd_sc_hd__o21ai_0 13, sky130_fd_sc_hd__buf_4 1, sky130_fd_sc_hd__nor2_1 7
sky130_fd_sc_hd__dfrtp_1 27, sky130_fd_sc_hd__nor2b_1 2, sky130_fd_sc_hd__mux2i_1 8, sky130_fd_sc_hd__xor2_1 4, sky130_fd_sc_hd__nor4b_1 1, sky130_fd_sc_hd__a2bb2oi_1 1, sky130_fd_sc_hd__a22o_1 2, sky130_fd_sc_hd__nor3_4 1
sky130_fd_sc_hd__mux2_1 2, sky130_fd_sc_hd__clkbuf_8 7, sky130_fd_sc_hd__a21oi_1 1, sky130_fd_sc_hd__nand4_1 3, sky130_fd_sc_hd__nand2_1 23, sky130_fd_sc_hd__clkbuf_1 1, sky130_fd_sc_hd__dfstp_2 9, sky130_fd_sc_hd__nand3b_1 1
sky130_fd_sc_hd__nor4_4 1, sky130_fd_sc_hd__ha_1 4
==> worst min-delay path, cell delays in order, from the launching register on <==
cell                      delay, ns
sky130_fd_sc_hd__dfstp_2       0.37
sky130_fd_sc_hd__nand2_1       0.05
sky130_fd_sc_hd__nand2_1       0.04
==> through the flow <==
stage	hold WS, ns	worst slack [ns]	instances	total power (uW)	area [um2]
after detailed placement	0.448	1.89	202	370	1740
after floorplan	0.425	2.29	153	366	1670
after CTS	0.457	1.58	210	644	1840
final	0.456	1.58	210	635	1840
after global placement	0.443	1.94	202	369	1740
after global routing	0.467	1.49	210	668	1840
==> kinds of logic (layout without fill, tap and decap cells) <==
| logic type | after synthesis | in the layout | synth area share, % |
|---|---|---|---|
| and+or+nand+nor | 59 | 59 | 19.4 |
| DFF | 36 | 36 | 54.7 |
| AOI/OAI and AO/OA | 19 | 19 | 6.68 |
| xor gates and xnor gates | 14 | 14 | 7.36 |
| muxes | 10 | 10 | 6.16 |
| buffers and inverters | 10 | 17 | 2.48 |
| adders and majority gates | 4 | 4 | 3.00 |
| other | 1 | 1 | 0.225 |
==> registers in the layout, indices dropped and copies added, names as in the netlist <==
signal	count
count3	4
din_byte	8
u2.data_buf	9
din_rdy	1
u2.ff2_out	1
u2.shift_count	4
u1.cnt3	8
u2.ff1_out	1
==> where the power goes <==
part,internal (uW),total [uW],switching [uW]
registers,355,355,0
logic,1.56,8.18,6.62
clock network,157,272,115
==> how the worst min path moves through the flow <==
stage,from,endpoint,slack (ns),cells past startpoint
4_1_cts,u2.data_buf[0]$_DFFE_PP1N_,u2.data_buf[0]$_DFFE_PP1N_,0.46,2
5_1_grt,u2.data_buf[0]$_DFFE_PP1N_,u2.data_buf[0]$_DFFE_PP1N_,0.47,2
6_report,u2.data_buf[0]$_DFFE_PP1N_,u2.data_buf[0]$_DFFE_PP1N_,0.46,2
==> per-layer routing <==
metal | GRT usage, % | vias to the layer above | share of wire [%]
met3 | 3.82 | 5 | 3.7
met2 | 18.9 | 17 | 41
met1 | 23.1 | 500 | 54
met5 | 0 | - | 0
li1 | - | 536 | -
met4 | 2.13 | 0 | 1.3
==> cells in the mapped netlist, drive strengths merged (2+ instances only) <==
cell | count | area, um2
and3 | 4 | 25.0
nor4 | 2 | 27.5
mux2 | 2 | 22.5
o21ai | 13 | 65.1
a22o | 2 | 17.5
nor2 | 8 | 32.5
dfrtp | 27 | 676
nand4b | 2 | 17.5
nor2b | 2 | 12.5
inv | 5 | 18.8
ha | 4 | 50.1
dfstp | 9 | 236
xnor2 | 10 | 87.6
xor2 | 4 | 35.0
nand3 | 10 | 50.1
clkbuf | 4 | 15.0
mux2i | 8 | 80.1
nand4 | 3 | 18.8
nand2 | 23 | 86.3
==> layout make-up <==
type	instances	area share, %
Clock buffer	8	5.43
Tap cell	50	3.39
Timing Repair Buffer	4	2.04
Inverter	5	1.02
Sequential cell	36	49.5
Multi-Input combinational cell	107	38.7
No activity file was given, so power comes from the tool's default toggle rates.
