## flow/config.mk

```make
export PLATFORM = sky130hd
export DESIGN_NAME = uat_top
export DESIGN_NICKNAME = uat_top
export VERILOG_FILES = /design/flow/design.v
export SDC_FILE = /design/flow/constraint.sdc
export NUM_CORES = 4
export LEC_CHECK = 1
export CORE_AREA = 10 10 75 75
export DIE_AREA = 0 0 85 85
```

## flow/design.v

```verilog
module uat_sm(	 
			clk,
			rst_n,
			din_rdy,
			shift_count,
			start_bit_sig,
			data_bits_sig,
			stop_bit_sig,
			uart_ready			
			);
input clk;
input rst_n;
input din_rdy;
input [3:0] shift_count;
output start_bit_sig;
output data_bits_sig;
output stop_bit_sig;
output uart_ready;
reg [3:0] current_state;
reg [3:0] next_state;
wire start_bit_sig;
wire data_bits_sig;
wire stop_bit_sig;
wire usrt_ready;
parameter [3:0] IDLE		= 4'b1000;
parameter [3:0] START_BIT_ST	= 4'b0100;
parameter [3:0] DATA_BITS_ST	= 4'b0010;
parameter [3:0] STOP_BIT_ST 	= 4'b0001;
always @(posedge clk or negedge rst_n)
begin
	if(~rst_n)
		current_state <= IDLE;
	else
		current_state <= next_state;
end
always @(current_state or shift_count or din_rdy)
begin
	case(current_state)
		IDLE			:
					begin
					if(din_rdy)
						next_state = START_BIT_ST;
					else
						next_state = IDLE;
					end
		START_BIT_ST	:
					begin
					next_state = DATA_BITS_ST;
					end
		DATA_BITS_ST	:
					begin
					if(shift_count == 8)
						next_state = STOP_BIT_ST;
					else
						next_state = DATA_BITS_ST;
					end
		STOP_BIT_ST	:
					begin
					if(din_rdy)
						next_state = START_BIT_ST;
					else
						next_state = IDLE;
					end
		default		:
					begin
					next_state = IDLE;
					end
	endcase
end
assign uart_ready = ((current_state == START_BIT_ST) || (current_state == DATA_BITS_ST)) ? 1'b1: 1'b0;
assign start_bit_sig = (current_state == START_BIT_ST) ? 1'b1 : 1'b0;
assign data_bits_sig = (current_state == DATA_BITS_ST) ? 1'b1 : 1'b0;
assign stop_bit_sig = (current_state == STOP_BIT_ST) ? 1'b1 : 1'b0;
endmodule
module uat_top(  
		   clk,		 
		   rst_n,		 
		   din_rdy,		 
		   din_byte,		 
		   ser_out,		 
		   uart_ready	   
		);
input clk;
input rst_n;
input din_rdy;
input [7:0] din_byte;
output ser_out;
output uart_ready;
reg ser_out;
reg [7:0] data_buf;
reg [3:0] shift_count;
reg din_rdy_reg;
wire start_bit_sig;
wire data_bits_sig;
wire stop_bit_sig;
always @(negedge clk or negedge rst_n)
begin
	if(~rst_n)
		din_rdy_reg <= 1'b0;
	else
		din_rdy_reg <= din_rdy;
end
always @(negedge clk or negedge rst_n)
begin
	if (~rst_n)
		ser_out <= 1'b1;
	else
	begin
		case ({start_bit_sig,data_bits_sig,stop_bit_sig})
			3'b100:	ser_out <= 1'b0;
			3'b010:	ser_out <= data_buf[0];
			3'b001:	ser_out <= 1'b1;
			default: ser_out <= 1'b1;
		endcase
	end
end
always @(negedge clk or negedge rst_n)
begin
	if(~rst_n)
		data_buf <= 8'h0;
	else if(start_bit_sig)
		data_buf <= din_byte;	 
	else if(data_bits_sig)
		data_buf <= {1'b1,data_buf[7:1]};
	else
		data_buf <= data_buf;
end
always @(negedge clk or negedge rst_n)
begin
	if(~rst_n)
		shift_count <= 4'h0;
	else if(data_bits_sig)
		shift_count <= shift_count+1;
	else if (shift_count==4'h8)
		shift_count <= 4'h0;
end
uat_sm uat_sm_inst(  
				.clk	     (clk),
				.rst_n	     (rst_n),
				.din_rdy	    (din_rdy_reg),		 
				.shift_count	(shift_count),
				.start_bit_sig	(start_bit_sig),	 
				.data_bits_sig	(data_bits_sig),	 
				.stop_bit_sig	 (stop_bit_sig),	 
				.uart_ready	   (uart_ready)
				);
endmodule
```

## flow/run.sh

```bash
#!/bin/bash
# OpenROAD 26Q1-2900-gdf79404cd8, Yosys 0.63+post, stock flow scripts
make -C /OpenROAD-flow-scripts/flow DESIGN_CONFIG=/design/flow/config.mk WORK_HOME=/design/flow/orfs finish
```

## flow/constraint.sdc

```tcl
current_design uat_top

set clk_period 2.7
set clk_io_pct 0.2

create_clock -name clk0 -period $clk_period [get_ports {clk}]

set non_clock_inputs [all_inputs -no_clocks]
set_input_delay [expr $clk_period * $clk_io_pct] -clock clk0 $non_clock_inputs
set_output_delay [expr $clk_period * $clk_io_pct] -clock clk0 [all_outputs]
```

==> qor.csv <==
metric,value,unit
status,"complete, but fails checks",
failing checks,negative setup slack,
clock skew,0.0606,ns
DR iter-0 viols,10,
pwr dens,463,nW/um2
RSZ-0062 raised after global routing,true,
min-delay src,shift_count[2],
Tool Warnings,29,
max incr delay on CP,0.50,ns
FF/Latch Area,453,um2
max FFs per register,8,
final antenna-violating net count,0,
IO Pins,13,
critical path's slowest cell,dfstp_2,
core area,4060,um2
Largest regs,"data_buf: 8 flops, shift_count: 4 flops, uat_sm_inst.current_state: 4 flops",
synthesis area per yosys,802,um2
pre-CTS setup slack,-0.141,ns
reg2reg start,uat_sm_inst.current_state[2],
sw power,89.7,uW
"Cell Area, Synth",802,um2
CP Class,reg -> out,
setup violation total in the final timing report,1,
CTS Sinks,18,
Worst Path Max Fanout,1,
internal power,390,uW
clk ins delay skew pair,0.30,ns
post-synthesis average cell area,10.7,um2
launch point of the worst path,ser_out,
Rows,23,
Post-CTS Hold Buffers,0,
Placer Congestion,0.736,
max cap viols,0,
worst path bufs/invs,1,
die area,7230,um2
Final Hold Vio Count,0,
worst hold-check path type,reg -> reg,
Worst Slack Setup Final,-0.0732,ns
Max Root-Sink Buffers,2,
ANT cells,0,
crit end category,output port,
Synth cell types,22,
antenna violations before repair,0,
actual slew at the worst max-slew pin,0.347,ns
final WL,1360,um
met2 usage,5.79,%
area grow syn2layout,29.3,%
pin count of the biggest net entering global routing,18,
HPWL Detailed,1060,um
CTS Buf Count,3,
Clk pwr share,38.5,%
Die Width,85,um
startpoint types,register,
Total GRT Usage,3.85,%
DRC Markers,0,
Initial Utilization,19.8,%
number of global-route vias before repair,525,
Peak VDD IR,317,uV
Root Buffer,clkbuf_8,
Combinational Power Share,4.7,%
Worst-path clk slew,0.05,ns
drt pass-1 iters,4,
Util after Layout,25.6,%
remaining global-route overflow,0,
CP top delay family,flip-flops,
leakage,0.396,nW
Logic area,295,um2
WL/cell,9.69,um
met1 usage,5.11,%
global-route wire length before repair,2350,um
share of cells above drive strength 1,12.2,%
Switching Fraction,18.7,%
Die Span Y,85,um
"Data arrival, critical path",2.23,ns
via count,543,
number of port buffers,12,
Largest Register,data_buf,
YS warnings,2,
CTS tree,built,
Vias/cell,3.88,
Final Max Slew Viols,0,
"critical path, cell by cell",buf_2,
Seq pwr share,56.8,%
synthesized instance count,75,
Filler cells,420,
H-tree depth,1,
gr busiest metal,met2,
"Seq/Total Area, Yosys",56.5,%
met3 usage,1.83,%
Max-slew headroom,76.9,%
Synth flops,18,
CP required,2.16,ns
setup bufs post-CTS,0,
yosys cell count,75,
==> kinds of logic (layout without fill, tap and decap cells) <==
| family | after synthesis | after routing | synth area share (%) |
|---|---|---|---|
| multiplexers | 8 | 8 | 9.98 |
| flip-flops | 18 | 18 | 56.5 |
| AND-OR/OR-AND | 14 | 14 | 9.05 |
| buffers and inverters | 9 | 24 | 6.71 |
| adder cells (fa/ha/maj) | 2 | 2 | 3.12 |
| AND/OR/NAND/NOR | 23 | 23 | 13.6 |
| XOR/XNOR | 1 | 1 | 1.09 |
==> repair_timing <==
item / in CTS / in global routing
endpoints found under the setup margin: 1 / 1
resized: 3 / 0
pin swaps: 0 / 0
==> layer usage <==
layer / wire [um] / vias to the layer above
li1: - / 276
met1: 662 / 252
met2: 603 / 13
met3: 82 / 2
met4: 8 / 0
met5: 0 / -
==> final timing paths <==
kind	to	cells past startpoint	slack (ns)
max	ser_out	1	-0.07
min	shift_count[2]	1	0.45
max reg2reg	data_buf[3]	3	0.21
min reg2reg	shift_count[2]	1	0.45
max in group asynchronous	data_buf[0]	2	0.66
min in group asynchronous	uat_sm_inst.current_state[2]	2	0.67
==> power groups by stage <==
stage | clock (mW) | sequential (mW) | combinational (mW)
4_1_cts | 0.195 | 0.272 | 0.0233
5_1_grt | 0.206 | 0.272 | 0.0253
6_report | 0.185 | 0.272 | 0.0227
==> synthesized netlist by cell type <==
| cell type | instances | area share [%] |
|---|---|---|
| mux2i_1 | 8 | 10 |
| inv_1 | 5 | 2.3 |
| buf_2 | 1 | 0.62 |
| o21ai_1 | 3 | 1.9 |
| nand3_1 | 2 | 1.2 |
| or2_1 | 1 | 0.78 |
| dfrtp_1 | 3 | 9.4 |
| ha_1 | 2 | 3.1 |
| a21oi_1 | 2 | 1.2 |
| buf_6 | 2 | 2.8 |
| nor2_1 | 4 | 1.9 |
| nand3b_1 | 1 | 0.94 |
| nor3b_2 | 1 | 1.6 |
| nor2b_1 | 1 | 0.78 |
| nand2_1 | 12 | 5.6 |
| o21ai_0 | 8 | 5.0 |
| dfrtn_1 | 13 | 41 |
| buf_4 | 1 | 0.94 |
| a21o_1 | 1 | 0.94 |
| xnor2_1 | 1 | 1.1 |
| dfstp_2 | 2 | 6.6 |
| or2_2 | 1 | 0.78 |
==> stage by stage <==
stage / hold WS [ns] / total power, mW / instances / instance area, um2 / setup TNS, ns
after global routing: 0.484 / 0.503 / 140 / 1040 / -0.108
after floorplan: 0.244 / 0.282 / 75 / 802 / 0
final: 0.452 / 0.480 / 140 / 1040 / -0.0732
after detailed placement: 0.451 / 0.305 / 136 / 997 / -0.141
after CTS: 0.459 / 0.491 / 140 / 1040 / -0.0858
after global placement: 0.442 / 0.305 / 136 / 997 / -0.141
==> cell type report <==
class | instances | share of cell area (%)
multi-input combinational | 48 | 28.5
inverter | 4 | 1.45
clock inverter | 2 | 0.724
sequential | 18 | 43.7
tap | 50 | 6.03
clock buffer | 3 | 3.98
timing repair buffer | 15 | 15.7
==> cells in the final DEF, fill, tap and decap left out, types with 2 or more instances in the layout <==
| cell | count |
|---|---|
| ha_1 | 2 |
| o21ai_0 | 8 |
| buf_12 | 2 |
| inv_1 | 5 |
| dfstp_2 | 2 |
| nand3_1 | 2 |
| nor2_1 | 4 |
| clkbuf_8 | 3 |
| nand2_1 | 12 |
| dfrtn_1 | 13 |
| dfrtp_1 | 3 |
| o21ai_1 | 3 |
| a21oi_1 | 2 |
| mux2i_1 | 8 |
| clkdlybuf4s50_1 | 11 |
No activity file was given, so power comes from the tool's default toggle rates.
